==> ./design.v <==
`timescale 1ns / 1ps
module rv_gnrl_dff_rst0 #(
    parameter DW = 32
) (
    input  logic                 clk ,
    input  logic                 rstn,
    input  logic [DW - 1:     0] din ,
    output logic [DW - 1:     0] qout
);
reg [DW - 1:     0] qout_r;
always_ff @(posedge clk) begin
    if (!rstn)
        qout_r <= '0;
    else
        qout_r <= din;
end
assign qout = qout_r;
endmodule
module rv_gnrl_dff_hl_eval #(
    parameter DW = 32
) (
    input                  clk    ,
    input                  rstn   ,
    input                  hold_en,
    input  [DW - 1:     0] def_val,
    input  [DW - 1:     0] din    ,
    output [DW - 1:     0] qout   
);
reg [DW - 1:     0] qout_r;
always_ff @(posedge clk) begin
    if (!rstn | hold_en)
        qout_r <= def_val;
    else
        qout_r <= din;
end
assign qout = qout_r;
endmodule
==> ./run.sh <==
#!/bin/bash
# OpenROAD 26Q1-2900-gdf79404cd8, Yosys 0.63+post, stock flow scripts
make -C /OpenROAD-flow-scripts/flow DESIGN_CONFIG=/design/flow/config.mk WORK_HOME=/design/flow/orfs finish
==> ./config.mk <==
export PLATFORM = sky130hd
export DESIGN_NAME = rv_gnrl_dff_hl_eval
export DESIGN_NICKNAME = rv_gnrl_dff_hl_eval
export VERILOG_FILES = /design/flow/design.v
export SDC_FILE = /design/flow/constraint.sdc
export NUM_CORES = 4
export LEC_CHECK = 1
export CORE_AREA = 10 10 97 97
export DIE_AREA = 0 0 107 107
==> ./constraint.sdc <==
current_design rv_gnrl_dff_hl_eval

set clk_period 3.8
set clk_io_pct 0.2

create_clock -name clk0 -period $clk_period [get_ports {clk}]

set non_clock_inputs [all_inputs -no_clocks]
set_input_delay [expr $clk_period * $clk_io_pct] -clock clk0 $non_clock_inputs
set_output_delay [expr $clk_period * $clk_io_pct] -clock clk0 [all_outputs]
==> qor.csv <==
stage;metric;value;unit
synthesis;synth_area_per_cell;17.4;um2
pwr;p_leak;0.943;nW
cts;cts-root-buf;clkbuf_8;
setup_path;critPathTopFamily;buffers and inverters;
run;tool_warnings;25;
layout;top_regs;qout_r: 32 flops;
cts;clock_path_buffers;2;
cts;clkTransAtPathRegs;0.06;ns
global_routing;grt_pass1_vias;1035;
floorplan;dieHeight;107;um
run;max_cap_violations;0;
min_path;hp-class;in2reg;
timing;worst_hold_slack;1.09;ns
setup_path;cpPeakStageDelay;0.47;ns
timing;hold_viol;0;
route;num_antenna_cells;0;
floorplan;core;0.00729;mm2
route;wl;3680;um
timing;finalCritPeriodShare;53.8;%
pwr;power_density;343;mW/mm2
setup_path;start_kind;input port;
setup_path;critical_path_class;in2reg;
setup_path;cpMaxStageDelayCell;buf_4;
timing;tightest_slew;0.570;ns
setup_path;cp-startpoint;rstn;
cts;tritoncts;done;
route;vias_per_cell;3.30;
floorplan;rows;31;
pwr;vdd_drop_max;0.0000949;V
layout;regMostFlops;qout_r;
global_routing;grt_overflow;0;
route;wl_per_cell;13.6;um
route;first_iter_violations;19;
timing;relSlewSlack;62.0;%
timing;fmaxAchievable;489;MHz
route;drtPass1Iterations;3;
timing;rsz0062_at_grt;no;
placement;io_buffer_count;98;
synthesis;ys.flops;32;
run_status;status;finished clean;
setup_path;cp-endpoint;qout_r[30]$_DFF_P_;
cts;holdBufCountCts;0;
cts;htree_levels;2;
placement;hpwl;3230;um
setup_path;path_cells;clkdlybuf4s50_1, nor2b_4, buf_4, mux2_2;
setup_path;crit_required;3.97;ns
layout;largest_register_ffs;32;
synthesis;yosysWarnings;1;
route;ant_nets;0;
synthesis;yosysUniqueCellTypes;6;
floorplan;io_pins;99;
setup_path;cp-end-kind;flip-flop;
floorplan;die_w;107;um
timing;fin_crit;2.04;ns
synthesis;ys_chip_area;0.00120;mm2
cts;postCtsSetupBuffers;0;
floorplan;die-area;0.0114;mm2
cts;cts_inserted_buffers;5;
setup_path;cp_max_fo;32;
layout;fin_util;31.9;%
setup_path;critPathArrivalTime;2.21;ns
route;vias;894;
timing;timing.setup.tns;0;ns
global_routing;grt_pass1_wl;5670;um
setup_path;cp.depth;4;
cts;cts_resized;0;
global_routing;grt_start_max_net_pins;33;
synthesis;synth_seq_share;53.4;%
global_routing;antenna_found_initial;0;
timing;setup_viol;0;
synthesis;postSynthCellCount;69;
global_routing;grtUsageTotal;6.21;%
timing;setup_slack;1.76;ns
placement;place.gp.congestion;0.779;
synthesis;syn_area;0.00120;mm2
timing;final-max-slew-violation-count;0;
route;drc_errors;0;
floorplan;fp_util;16.4;%
layout;drive_above_1_share;23.3;%
setup_path;worst-path-buf-inv;2;
layout;area_growth_syn_to_layout;94.4;%
synthesis;yosysCellCount;69;
placement;post-place-ws;1.43;ns
cts;cts_num_sinks;32;
## cell usage in the layout (no fill, tap or decap), drive strengths merged
cell type | netlist | final
clkdlybuf4s50 | 0 | 98
dfxtp | 32 | 32
mux2 | 32 | 32
clkbuf | 0 | 8
nor2b | 1 | 1
buf | 4 | 1
## worst min path at each step
| stage | slack [ns] | from | endpoint | cells past startpoint |
|---|---|---|---|---|
| final | 1.09 | din[31] | qout_r[31]$_DFF_P_ | 2 |
| after global routing | 1.08 | din[22] | qout_r[22]$_DFF_P_ | 2 |
| after CTS | 1.07 | def_val[14] | qout_r[14]$_DFF_P_ | 2 |
## cells by family after synthesis
group | count (synthesis) | share of synthesized area (%)
buffers and inverters | 4 | 5.95
flip-flops | 32 | 53.4
multiplexers | 32 | 39.5
AND/OR/NAND/NOR | 1 | 1.15
## power breakdown
| part | leakage (nW) | internal, W | switching [W] |
|---|---|---|---|
| sequential | 0.270 | 0.000363 | 0.00000639 |
| clock | 0.0455 | 0.000147 | 0.000111 |
| combinational | 0.628 | 0.000141 | 0.0000304 |
## synthesized netlist by cell type (all sizes together)
cell type,number,area share (%)
buf,4,6.0
nor2b,1,1.1
dfxtp,32,53
mux2,32,39
## stage by stage
| step | cell area [um2] | power [W] | cells |
|---|---|---|---|
| 2_1_floorplan | 1200 | 0.000428 | 69 |
| 3_3_place_gp | 2240 | 0.000552 | 263 |
| 3_5_place_dp | 2240 | 0.000553 | 263 |
| 4_1_cts | 2330 | 0.000825 | 271 |
| 5_1_grt | 2330 | 0.000843 | 271 |
| 6_report | 2330 | 0.000799 | 271 |
## cell type report
cell class / instances / area, um2
clock buffer: 8 / 90.1
tap: 99 / 124
timing repair buffer: 99 / 988
multi-input combinational: 33 / 487
fill: 751 / 4960
sequential: 32 / 641
## metal layers
| metal | vias to the layer above | track usage, % | part of all wire (%) |
|---|---|---|---|
| met5 | - | 0 | 0 |
| met4 | 0 | 0.580 | 0.84 |
| met3 | 5 | 3.52 | 13 |
| met2 | 66 | 10.1 | 44 |
| met1 | 384 | 7.29 | 42 |
| li1 | 439 | - | - |
No activity file was given, so power comes from the tool's default toggle rates.
